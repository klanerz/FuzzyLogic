**run.sh**
```bash
#!/bin/bash
# OpenROAD 26Q1-2900-gdf79404cd8, Yosys 0.63+post, stock flow scripts
make -C /OpenROAD-flow-scripts/flow DESIGN_CONFIG=/design/flow/config.mk WORK_HOME=/design/flow/orfs finish
```
**config.mk**
```make
export PLATFORM = sky130hd
export DESIGN_NAME = Display_Interface
export DESIGN_NICKNAME = Display_Interface
export VERILOG_FILES = /design/flow/design.v
export SDC_FILE = /design/flow/constraint.sdc
export NUM_CORES = 4
export LEC_CHECK = 1
export CORE_UTILIZATION = 50
```
**constraint.sdc**
```tcl
current_design Display_Interface

set clk_period 3.7
set clk_io_pct 0.2

create_clock -name clk0 -period $clk_period [get_ports {clk}]

set non_clock_inputs [all_inputs -no_clocks]
set_input_delay [expr $clk_period * $clk_io_pct] -clock clk0 $non_clock_inputs
set_output_delay [expr $clk_period * $clk_io_pct] -clock clk0 [all_outputs]
```
**design.v**
```verilog
`timescale 1ns / 1ps
module BCD_to_7seg(bcd,en, led);
input [3:0] bcd;  
input en;  
output [6:0]led;
reg [6:0] led;
always @(bcd)
begin
if(en == 0)
begin
led = 7'b1111111;
end
else
begin    
    case(bcd)
        0: led = 7'b0000001;  
        1: led = 7'b1001111;  
        2: led = 7'b0010010;  
        3: led = 7'b0000110;  
        4: led = 7'b1001100;  
        5: led = 7'b0100100;  
        6: led = 7'b0100000;  
        7: led = 7'b0001111;  
        8: led = 7'b0000000;  
        9: led = 7'b0000100;  
       10: led = 7'b0001000;  
       11: led = 7'b1100000;  
       12: led = 7'b0110001;  
       13: led = 7'b1000010;  
       14: led = 7'b0110000;  
       15: led = 7'b0111000;  
        default: led = 7'b1111111;
    endcase
end
end
endmodule
`timescale 1ns / 1ps
module DIRAM (clk, DIN,W,WADD,RADD,DOUT);
         input clk, W;
         input [5:0] DIN; 
         input [2:0] WADD, RADD;
         output [5:0] DOUT;
         reg [5:0] RAM [0:7];
integer i;
initial begin
            for (i = 0; i < 8; i = i+1)
                begin
                    RAM[i]= 6'b011111;
                end
end
always@(posedge clk)
  if(W) RAM[WADD]<= DIN;
assign DOUT=RAM[RADD];
endmodule
`timescale 1ns / 1ps
module Display_Interface(clk,W,WADD,DIN,E,segOut,DP);
input clk;
input W;
input [2:0]WADD;
input [5:0]DIN;
output [7:0]E;
output [6:0]segOut;
output DP;
wire [5:0]DOUT;
wire[2:0]counter;  
wire [3:0]bcd;
wire en;
wire DP;
wire clk,W;
assign DP = DOUT[0];
counter_20bit counter20(.clk(clk),.count(counter));
DIRAM RAM(clk,DIN,W,WADD,counter,DOUT);
BCD_to_7seg BCD(.bcd(DOUT[4:1]),.en(DOUT[5]),.led(segOut));
decoder3_to_8 decoder3x8(.w(counter),.Y(E));
endmodule
`timescale 1ns / 1ps
module counter_20bit(clk,count);
input clk;
output  [2:0]count;
reg [19:0]counter;
initial 
begin
counter = 0;
end
always @(posedge clk) 
begin
        counter <= counter+1;
 end
assign count=counter[19:17];
endmodule
`timescale 1ns / 1ps
module decoder3_to_8(w,Y);
input [2:0]w;
output reg[7:0]Y;
always @(w)
case(w)
3'b000: Y = 8'b11111110;
3'b001: Y = 8'b11111101;
3'b010: Y = 8'b11111011;
3'b011: Y = 8'b11110111;
3'b100: Y = 8'b11101111;
3'b101: Y = 8'b11011111;
3'b110: Y = 8'b10111111;
3'b111: Y = 8'b01111111;
default: Y = 8'b11111111;
endcase
endmodule
```
==> flow_summary.ini <==
; physical design summary
[timing]
period_used_share = 0.945
final.setup.tns_ps = 0
drv_slew = 0
max-slew-margin-rel = 0.449
final.setup.worst_slack_ps = 205
worstMarginPinSlew_ps = 824
skew_ps = 7.47
rsz0062_at_grt = no
fmax_ghz = 0.286
min_period_ps = 3490
hold_violations = 0
finalSetupViolCount = 0

[final_layout]
design_area_um2 = 3630
fin_cells = 341
final_layout_size_suffix_gt1_frac = 0.208
syn_to_final_growth_pct = 21.4

[logic_synthesis]
ys_cells = 217
area_leaders = edfxtp_1 (48%), dfxtp_1 (13%), xnor2_1 (4.4%)
synth-edff-count = 48
ys.flops = 68
ys_async_sr_fraction = 0
synth-main-ff-cell = edfxtp_1
seq_area_frac_synth = 0.615
top_area_frac = 0.482
syn_inst = 217
yosys.area_share.adder = 0.0293
ys_types = 45
top_area_cell = edfxtp_1
synthAoiAreaFrac = 0.0707
ys_sh_mux = 0.0882
ys_area_um2 = 2990
yosys.area_share.xor_xnor = 0.0556
synth_area_um2 = 2990
ys_top_logic_family = simple AND/OR/NAND/NOR gates
synth_warnings = 4
ys_sh_simple = 0.113
synth.avg_cell_area_um2 = 13.8

[clock_network]
clockBufferDepth = 2
htreeDepth = 3
numCtsBuffers = 9
clkLatencyLatePin_ps = 330
holdBufCountCts = 0
clockRootBuffer = clkbuf_8
cts.reportedPaths.clkPinSlew_ps = 70
cts_tree = yes
clkSinkCount = 68

[critical_path]
crit_arrival_ps = 2750
crit_buf_inv = 3
crit_family = buffers and inverters
start_kind = register
slowest_delay_ps = 520
critical_path_depth = 9
required_ps = 2960
crit_path_top_delay_cell = or4_1
worst_r2r_path_depth = 5
critPathKind = register to output pin
worstPathCellList = buf_4 -> nand2b_1 -> o22ai_1 -> a221oi_2 -> inv_1 -> ha_1 -> or4_1 -> o311a_1 -> clkdlybuf4s50_1
critPathCaptureType = output pin
worstPathMaxFanout = 9

[grt]
grt.overflow.total = 0
grt_pass1_wl_um = 9050
grt_usage = 0.205
grt_max_degree = 16
grt_pass1_vias = 1844
antenna_found_initial = 0

[detailed_routing]
antenna_left = 0
num_vias = 1849
wire_per_inst_um = 15.8
drcViolationCount = 0
drtPass1Iterations = 3
drtIter0Drc = 37
wl_um = 5380
num_antenna_cells = 0
viasPerCell = 5.42

[floorplanning]
chipWidth_um = 79.4
die_h_um = 79.4
io_pins = 27
initCoreUtil = 0.530
dieArea_um2 = 6300
rows = 27
core_um2 = 5640

[place]
dpl_worst_slack_ps = 325
place_congestion = 0.894
place_area_um2 = 3350
dpl.cell_count = 315
dp_hpwl_um = 3630
numPortBuffers = 26

[job]
openroad.warnings = 31
drv_cap = 0

[hold_path]
holdPathStages = 1
hp-class = register to register

[power_and_ir_drop]
leakage_nw = 1.25
p_per_area_nw_per_um2 = 394
peakVddDrop_v = 0.000337

[status]
outcome = finished, final reports clean
-- sequential cells by signal (all words and copies together) (netlist names) --
| register | flops |
|---|---|
| counter20.counter | 20 |
| RAM.RAM | 48 |
-- synth_stat cells (3+ instances only) --
cell,count
inv_1,5
xor2_1,4
mux2i_1,5
a2111oi_0,3
ha_1,7
nand3_1,9
nor2_1,9
mux4_2,4
o22ai_1,7
dfxtp_1,20
nand2b_1,6
buf_2,3
nor2b_1,3
o221ai_1,3
nand2_1,13
mux2_2,9
xnor2_1,15
nand3b_1,3
and3_1,6
edfxtp_1,48
-- per-stage QoR --
stage,total power [mW],hold slack (ps),util
6_report,1.43,439,0.644
5_1_grt,1.49,456,0.644
4_1_cts,1.45,438,0.627
3_5_place_dp,0.913,426,0.595
3_3_place_gp,0.911,401,0.595
2_1_floorplan,0.877,391,-
-- cells by family after synthesis --
kind of cell	after synthesis
flops	68
simple gates	63
xor+xnor	19
mux	20
fa+ha+maj	7
compound gates	25
buf+inv	15
-- report_power, final --
group	internal, mW	switching, mW	total (mW)
clock	0.281	0.256	0.537
combinational	0.0309	0.0305	0.0614
sequential	0.830	0.00345	0.834
total	1.14	0.290	1.43
-- layout by cell type (no fill, tap or decap), types with 7 or more instances in the layout --
master and n:
dfxtp_1 17, xnor2_1 15, nand2_1 13, clkdlybuf4s50_1 26, buf_4 18, o22ai_1 7, nand3_1 9, mux2_2 9
nor2_1 9, edfxtp_1 48, ha_1 7, clkbuf_8 9
-- layout make-up --
cell class | instances | area [um2]
clock buffers | 12 | 156
clock inverters | 4 | 22.5
fillers | 397 | 2010
inverters | 5 | 18.8
multi-input cells | 134 | 1080
flip-flops and latches | 68 | 1850
well taps | 72 | 90.1
repair buffers | 46 | 418
-- path summary, 6_finish.rpt --
kind / end / startpoint / slack (ps)
setup reg to reg: counter20.counter[14] / counter20.counter[0] / 2170
hold reg to reg: counter20.counter[0] / counter20.counter[0] / 440
setup / recovery: segOut[6] / counter20.counter[19] / 210
hold / removal: counter20.counter[0] / counter20.counter[0] / 440
-- what timing repair did --
item,in CTS,in global routing
pin swaps,0,2
gates resized,3,9
setup buffers,0,10
endpoints found under the setup margin,3,4
-- metal layers --
metal / track usage / vias up / part of all wire
li1: - / 913 / -
met3: 0.0572 / 8 / 0.047
met4: 0.0273 / 0 / 0.014
met1: 0.354 / 889 / 0.50
met2: 0.296 / 39 / 0.44
met5: 0 / - / 0
-- worst reg2reg max path, cell delays in order (launching register included) --
cell and delay, ps:
dfxtp_1 400, ha_1 250, and3_1 250, and2_1 240, nand4_1 140, xnor2_1 140
Power and IR drop assume default switching activity.
