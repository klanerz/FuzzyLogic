==> flow/design.v <==
`timescale 1ns / 1ps
module DisplayController(clk,DV23,DV22,DV21,DV20,DV13,DV12,DV11,DV10,W,WADD,DIN);
input clk;
input [3:0]DV10,DV11,DV12,DV13,DV20,DV21,DV22,DV23;
output W;
output [2:0]WADD;
output [5:0]DIN;
reg [3:0]state;
reg [2:0]WADD;
reg [5:0]DIN;
reg W;
initial begin
state <= 0;
WADD <= 0;
DIN <= 0;
end
always @(posedge clk)
case(state)
    0: begin state <= 1; WADD <= 7; DIN <={1'b1, DV23,1'b1};end
    1: begin state <= 2; WADD <= WADD-1; DIN <={1'b1, DV22,1'b1};end
    2: begin state <= 3; WADD <= WADD-1; DIN <={1'b1, DV21,1'b1};end
    3: begin state <= 4; WADD <= WADD-1; DIN <={1'b1, DV20,1'b1};end
    4: begin state <= 5; WADD <= WADD-1; DIN <={1'b1, DV13,1'b1};end
    5: begin state <= 6; WADD <= WADD-1; DIN <={1'b1, DV12,1'b1};end
    6: begin state <= 7; WADD <= WADD-1; DIN <={1'b1, DV11,1'b1};end
    7: begin state <= 8; WADD <= WADD-1; DIN <={1'b1, DV10,1'b1};end
    8: begin state <= 0; end
    default: state <= 0;
endcase
always @(*)
begin
case(state)
    0: W = 0;
    1: W = 1;
    2: W = 1;
    3: W = 1;
    4: W = 1;
    5: W = 1;
    6: W = 1;
    7: W = 1;
    8: W = 1;
    default: W = 0;
endcase
end
endmodule
==> flow/run.sh <==
#!/bin/bash
# OpenROAD 26Q1-2900-gdf79404cd8, Yosys 0.63+post, stock flow scripts
make -C /OpenROAD-flow-scripts/flow DESIGN_CONFIG=/design/flow/config.mk WORK_HOME=/design/flow/orfs finish
==> flow/config.mk <==
export PLATFORM = sky130hd
export DESIGN_NAME = DisplayController
export DESIGN_NICKNAME = DisplayController
export VERILOG_FILES = /design/flow/design.v
export SDC_FILE = /design/flow/constraint.sdc
export NUM_CORES = 4
export LEC_CHECK = 1
export CORE_AREA = 10 10 79 79
export DIE_AREA = 0 0 89 89
==> flow/constraint.sdc <==
current_design DisplayController

set clk_period 2.3
set clk_io_pct 0.2

create_clock -name clk0 -period $clk_period [get_ports {clk}]

set non_clock_inputs [all_inputs -no_clocks]
set_input_delay [expr $clk_period * $clk_io_pct] -clock clk0 $non_clock_inputs
set_output_delay [expr $clk_period * $clk_io_pct] -clock clk0 [all_outputs]
==> metrics.yaml <==
synth:
  ys_async_sr_fraction_pct: 0
  netlist-cell-type-count: 33
  yosysWarningCount: 1
  common_cells: "a21oi_1, edfxtp_1, nand2_1, nor2_1, inv_1"
  syn_inst: 82
  synth_area_sq_um: 780.7
  yosysChipArea_sq_um: 780.7
  yosys.area.top_type: "edfxtp_1"
  ff_type: "edfxtp_1"
  syn_area_per_cell_sq_um: 9.521
  ys_cells: 82
  topCellsByArea: "edfxtp_1, dfxtp_1, a21oi_1"
  edf_count: 8
  ys_ff: 12
  top_area_share_pct: 30.77
  postSynthSeqShare_pct: 41.03
floorplan:
  rows: 25
  fp_util_pct: 16.75
  core_sq_um: 4661
  die_area_sq_um: 7921
  die_w_microns: 89
  num_io_pins: 43
  die_h_microns: 89
global_route:
  grt_pass1_wl_microns: 3663
  grt_usage_pct: 6.065
  grt-ovfl-total: 0
  grt_antenna_before_repair: 0
  grt_pass1_vias: 762
  grt_max_degree: 17
clock_network:
  clk_pin_slew_ns: 0.05
  cts_hold_buf: 0
  clock.latency.late_pin_ns: 0.23
  clk_path_buf_depth: 2
  cts.repair.resized: 0
  cts_max_level: 1
  cts_made_buffers: 3
  clockRootBuffer: "clkbuf_8"
  cts.sinks: 12
  cts_setup_buffers: 0
  tritoncts: "built"
critical_path:
  crit_path_end_kind: "output pin"
  crit_type: "flop to output pin"
  regToRegSetupSlack_ns: 0.72
  reg2reg_depth: 4
  crit_required_ns: 1.84
  start_kind: "flop"
  arrival_ns: 1.54
  cp_max_fo: 2
  rr_startpoint: "state[3]$_DFF_P_"
  r2r_end: "DIN[1]$_DFFE_PP_"
placement:
  dpl-instance-area_sq_um: 1252
  hpwl_microns: 2072
  gp_congestion: 0.7295
  place_inst: 176
  portBuffers: 42
flow_run:
  tool_warnings: 25
  drv_cap: 0
power:
  swShare_pct: 17.52
  seqPwrFrac_pct: 47.6
  internal-power_mw: 0.3969
  combPwrFrac_pct: 13.2
  switchingPower_mw: 0.08432
  irDropWorstVdd_v: 0.0001398
  p_per_area_nw_per_um2: 372.0
  cellLeakagePower_nw: 0.4411
  pwr-share-clk_pct: 39.2
sta:
  tns_ns: 0
  hold-worst-slack_ns: 0.5855
  finalClockSkew_ns: 0.0006503
  drv_slew: 0
  fmaxAchievable_mhz: 499.3
  rsz0062_at_grt: "false"
  period_minus_slack_ns: 2.003
  setup_viol: 0
  fin_crit_sh_pct: 87.09
  finalHoldViolations: 0
final_layout:
  drive_gt1_share_pct: 11.20
  utilization_pct: 27.76
  area_delta_synth_final_pct: 65.70
  stdcell_count: 179
  final_area_sq_um: 1294
drt:
  wl_per_cell_microns: 13.83
  routed_wl_microns: 2476
  viasPerCell: 4.034
  drcViolationCount: 0
  drt-pass1-iter-count: 4
  ant_nets: 0
  drt_iter0_markers: 44
  routed-via-count: 722
  num_antenna_cells: 0
hold_path:
  whs_path_depth: 1
  hold_path_end: "WADD[0]$_SDFFCE_PN1P_"
  min_path_type: "flop to flop"
  worst_hold_startpoint: "WADD[0]$_SDFFCE_PN1P_"
run_status:
  run_status: "complete, no violations"
## power by group through the flow
stage     sequential (mW)  clock, mW  combinational, mW
4_1_cts             0.229      0.195             0.0646
5_1_grt             0.229      0.205             0.0685
6_report            0.229      0.189             0.0638
## metal layers
layer | vias up | track usage [%] | part of all wire (%) | routed length (microns)
li1 | 376 | - | - | -
met3 | 2 | 2.938 | 12 | 296
met1 | 313 | 8.102 | 46 | 1140
met4 | 0 | 0.5780 | 0.24 | 6
met2 | 31 | 9.043 | 42 | 1032
met5 | - | 0 | 0 | 0
## cell type report
cell class,instances,area (sq um)
fillers,505,3367
well taps,54,67.56
inverters,6,22.52
multi-input cells,59,399.1
repair buffers,45,442.9
clock buffers,3,41.29
flip-flops and latches,12,320.3
## sequential cells by signal, summed over array words and instances, names as in the netlist
signal and flops:
DIN 5, state 4, WADD 3
## layout by cell type (no fill, tap or decap), types with 2 or more instances in the layout
cell	Yosys	routed
clkdlybuf4s50_1	0	42
edfxtp_1	8	8
a21oi_1	8	8
nor2_1	7	7
nand2_1	7	7
inv_1	6	6
dfxtp_1	4	4
xnor2_1	3	3
mux2_2	3	3
o22ai_1	3	3
mux2i_1	3	3
o22a_1	3	3
clkbuf_8	0	3
buf_4	3	3
nor2b_1	2	2
and3_1	2	2
o21ai_0	2	2
## kinds of logic (layout without fill, tap and decap cells)
family / count (synthesis) / after routing / synth area share [%]
multiplexers: 6 / 6 / 8.173
AND/OR/NAND/NOR: 24 / 24 / 16.03
AND-OR/OR-AND: 23 / 23 / 20.35
XOR/XNOR: 4 / 4 / 4.488
buffers and inverters: 11 / 54 / 7.851
other: 1 / 1 / 0.4803
adder cells (fa/ha/maj): 1 / 1 / 1.602
flip-flops: 12 / 12 / 41.03
## how the worst max path moves through the flow
stage,startpoint,endpoint,cells past startpoint
4_1_cts,state[2]$_DFF_P_,W,3
5_1_grt,state[2]$_DFF_P_,W,3
6_report,state[2]$_DFF_P_,W,3
## per-stage QoR
stage,power [mW],worst slack (ns)
global placement,0.2973,0.5202
finish,0.4812,0.2970
detailed placement,0.2976,0.5124
global route,0.5020,0.2086
floorplan,0.2423,0.9379
CTS,0.4885,0.2715
## worst max-delay path, stage by stage, from the launching register on
cell	delay [ns]
dfxtp_1	0.30
nor3_1	0.35
xnor2_1	0.16
clkdlybuf4s50_1	0.49
Power figures rest on the tool's default switching activity, not on a simulated workload.
