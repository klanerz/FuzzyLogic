<file path="./design.v">
`timescale 1ns / 1ps
module PWM(clk,PW,PWM);
input clk;
input [11:0]PW;
output reg PWM;
reg [11:0] PC;
reg [1:0]IC;
initial begin
PC <= 0;
IC <= 2;
end
always @(posedge clk)
begin 
    if(PW==0)
        PWM <= 0;
    else if(PW == 4095)
        PWM <= 1;
    else if (IC == 0)
    begin
        if(PC < PW)
        begin
            PC <= PC + 1;
            IC <= 2;
            PWM <= 1;
        end
        else
        begin
            PC <= PC + 1;
            IC <= 2;
            PWM <= 0;
        end
    end
else
    IC <= IC -1;  
end
endmodule
</file>
<file path="./run.sh">
#!/bin/bash
# OpenROAD 26Q1-2900-gdf79404cd8, Yosys 0.63+post, stock flow scripts
make -C /OpenROAD-flow-scripts/flow DESIGN_CONFIG=/design/flow/config.mk WORK_HOME=/design/flow/orfs finish
</file>
<file path="./config.mk">
export PLATFORM = sky130hd
export DESIGN_NAME = PWM
export DESIGN_NICKNAME = PWM
export VERILOG_FILES = /design/flow/design.v
export SDC_FILE = /design/flow/constraint.sdc
export NUM_CORES = 4
export LEC_CHECK = 1
export CORE_AREA = 10 10 104 104
export DIE_AREA = 0 0 114 114
</file>
<file path="./constraint.sdc">
current_design PWM

set clk_period 2.2
set clk_io_pct 0.2

create_clock -name clk0 -period $clk_period [get_ports {clk}]

set non_clock_inputs [all_inputs -no_clocks]
set_input_delay [expr $clk_period * $clk_io_pct] -clock clk0 $non_clock_inputs
set_output_delay [expr $clk_period * $clk_io_pct] -clock clk0 [all_outputs]
</file>
==> flow_metrics.tcl <==
# yosys + openroad results
set metrics [dict create \
    result_of_the_run "completed" \
    endpoint_of_the_worst_slack_reg_to_reg_timing_path "PWM" \
    floorplan.die_area_um2 13000 \
    critPathSlowestCell "clkdlybuf4s50_1" \
    cts_tree "done" \
    syn-mean-instance-area_um2 10.5 \
    postRouteAntennaNets 0 \
    gr-usage-met1 0.0412 \
    rsz0062_at_grt "false" \
    layout_setup_ws_ns 0.219 \
    h-tree-depth 1 \
    largest_incremental_delay_on_the_critical_path_ns 0.51 \
    ys_cells 97 \
    synth-async-reset-ratio 0 \
    critical_path_depth 8 \
    cp.arrival_ns 2.16 \
    hpwl_um 1720 \
    grt_antenna_before_repair 0 \
    clkSinkCount 15 \
    yosys_register_bits 15 \
    io-pin-count 14 \
    max-slew-margin-rel 0.756 \
    clock.latency.late_pin_ns 0.25 \
    grt_remaining_overflow 0 \
    worst_setup_hold_path_clk_slew_ns 0.06 \
    via_count_of_the_first_global_routing_pass 766 \
    worst_ep_required_time_ns 2.38 \
    reg2regPathDepth 6 \
    fin_setup_tns_ns 0 \
    worst-slew-pin-transition_ns 0.363 \
    dieWidth_um 114 \
    count_of_routing_violations_after_the_opening_detailed_route_iteration 37 \
    ctsRootBufferMaster "clkbuf_8" \
    final_layout_size_suffix_gt1_frac 0.133 \
    hold_path_class "reg -> reg" \
    post_synth_inst_count 97 \
    pin_count_of_the_biggest_net_entering_global_routing 13 \
    syn_area_um2 1020 \
    area_growth_pct 36.3 \
    main_area_contributors_after_synthesis "edfxtp_1 41%, ha_1 16%, xnor2_1 6.9%" \
    yosys_most_used_dff "edfxtp_1" \
    antenna-diode-count 0 \
    dr.pass1.iters 4 \
    power_density_over_the_cells_nw_per_um2 947 \
    postLayoutCoreUtil 0.160 \
    grt_use_total 0.0331 \
    post_dp_cell_area_um2 1340 \
    vias 751 \
    n_fill_cell 985 \
    design.core.area_um2 8680 \
    setup_violations 0 \
    routabilityCongestion 0.727 \
    finalClockPeriodUsage 0.900 \
    fin_worst_skew_ns 0.00486 \
    p_leak_nw 0.549 \
    ff2ff_setup_slack_ns 0.49 \
    post_cts_resized 0 \
    synth.yosys.chip_area_um2 1020 \
    worst_r2r_start "PC[2]" \
    synth.yosys.seq_area_share 0.433 \
    timing_hold_violations_final 0 \
    crit_path_time_final_ns 1.98 \
    clk_path_buf_depth 2 \
    timing.critical_path.to "PWM" \
    cpLargestDelayFamily "AND-OR/OR-AND gates" \
    path_max_fanout 3 \
    mi_logic_area_um2 515 \
    totalWireLength_um 2050 \
    cp_startpoint_kind "input pin" \
    initCoreUtil 0.117 \
    irDropWorstVdd_mv 0.348 \
    drc_errors 0 \
    warning_count 25 \
    yosys_warnings 1 \
    slew_viol_final 0 \
    io_buffer_count 13 \
    critical_path_start_end_classification "in -> reg" \
    edf_count 14 \
    critPathBufInv 2 \
    final_design_area_no_fill_um2 1390 \
    grt_first_pass_wirelength_um 3570 \
    fmax_mhz 505 \
    post_drt_wl_per_cell_um 8.99 \
    tritoncts.num_buffers 3 \
    timing.critical_path.from "PW[2]" \
    vias_per_cell 3.29 \
    use_met2 0.0497 \
    endpoint_kind "flip-flop" \
    regArea_um2 440 \
    yosysTopAreaCellShare 0.414 \
    netlist-cell-type-count 25 \
    postCtsSetupBuffers 0 \
    most_common_cell "inv_1" \
    synth.top_cells.by_count "16 x inv_1, 14 x edfxtp_1, 13 x ha_1" \
    grt_busiest_layer "met2" \
    maxCapViolations 0 \
    grt.met3_usage 0.0191 \
    cp_cell_sequence "clkdlybuf4s50_1, inv_1, ha_1, a211oi_1, o21ai_0, a41oi_1, o21ai_1, a21oi_1" \
    yosys.area.top_type "edfxtp_1" \
    dp_slack_ns -0.0267 \
    cts_hold_buf 0 \
    die.size.y_um 114 \
    final.hold.worst_slack_ns 0.546 \
    std_cell_rows 34 \
]
[state kept, by name, summed over array words and instances, names as in the netlist]
name and cells:
PWM 1, IC 2, PC 12
[placed cells by master (no fill, tap or decap), drive strengths merged]
cell type	synthesis	layout
inv	16	16
edfxtp	14	14
ha	13	13
clkdlybuf4s50	0	13
xnor2	8	8
nand2	6	6
nor2	6	6
buf	0	6
a21oi	5	5
nand3	5	5
nand4	5	5
and3	4	4
nor4	3	3
clkbuf	0	3
o21ai	3	3
xor2	2	2
nor3	2	2
dfxtp	1	1
nor2b	1	1
a211oi	1	1
a41oi	1	1
a2111oi	1	1
clkinv	0	1
[cells by family after synthesis]
kind of cell,after synthesis,synth area share
xor gates and xnor gates,10,0.0862
adders and majority gates,13,0.160
DFF,15,0.433
AOI/OAI and AO/OA,11,0.0702
buffers and inverters,16,0.0591
and+or+nand+nor,32,0.191
[worst min path at each step]
stage	startpoint	endpoint	slack (ns)	depth (start not counted)
6_report	PWM	PWM	0.55	2
5_1_grt	IC[0]	IC[0]	0.58	1
4_1_cts	PWM	PWM	0.55	2
[power by group]
| group | switching, mW | internal (mW) | total [mW] |
|---|---|---|---|
| logic | 0.235 | 0.249 | 0.485 |
| registers | 0.112 | 0.494 | 0.605 |
| clock network | 0.0965 | 0.125 | 0.222 |
[metal layers]
| metal | vias up | part of all wire |
|---|---|---|
| met4 | 0 | 0.019 |
| met3 | 2 | 0.088 |
| li1 | 395 | - |
| met5 | - | 0 |
| met2 | 20 | 0.43 |
| met1 | 334 | 0.46 |
[area by class of cell]
type                       count  share of cell area
multi-input combinational     66               0.372
timing repair buffer          19               0.136
clock buffer                   3              0.0298
sequential                    15               0.318
inverter                      16              0.0434
tap                          108              0.0976
clock inverter                 1             0.00361
[stage by stage]
stage                     total power, mW  std cells
final                                1.31        228
after detailed placement             1.10        224
after floorplan                     0.912         97
after global placement               1.09        224
after CTS                            1.34        228
after global routing                 1.43        228
[worst reg2reg max path, stage by stage (launching register included)]
cell      delay (ns)
edfxtp_1        0.46
ha_1            0.33
a211oi_1        0.19
o21ai_0         0.12
a41oi_1         0.28
o21ai_1         0.11
a21oi_1         0.15
No activity file was given, so power comes from the tool's default toggle rates.
